$ cat config.mk
export PLATFORM = sky130hd
export DESIGN_NAME = control_unit
export DESIGN_NICKNAME = control_unit
export VERILOG_FILES = /design/flow/design.v
export SDC_FILE = /design/flow/constraint.sdc
export NUM_CORES = 4
export LEC_CHECK = 1
export CORE_AREA = 10 10 70 70
export DIE_AREA = 0 0 80 80
$ cat run.sh
#!/bin/bash
# OpenROAD 26Q1-2900-gdf79404cd8, Yosys 0.63+post, stock flow scripts
make -C /OpenROAD-flow-scripts/flow DESIGN_CONFIG=/design/flow/config.mk WORK_HOME=/design/flow/orfs finish
$ cat constraint.sdc
current_design control_unit

set clk_period 2.4
set clk_io_pct 0.2

create_clock -name clk0 -period $clk_period

set non_clock_inputs [all_inputs -no_clocks]
set_input_delay [expr $clk_period * $clk_io_pct] -clock clk0 $non_clock_inputs
set_output_delay [expr $clk_period * $clk_io_pct] -clock clk0 [all_outputs]
$ cat design.v
`timescale 1ns / 1ps
module control_unit(
    input [6:0]opcode,           
    input [2:0]funct3,           
    input funct7,                
    input Eq,                    
    input LT,                    
    output PCSel,            
    output [2:0] ImmSel,     
    output RegWEn,           
    output BSel,             
    output ASel,             
    output [3:0] ALUSel,     
    output sub_sra,          
    output MemWEn_low,     
    output [1:0] WBSel       
);
    assign PCSel = 
    (opcode == 7'b1100011) ?  
        ((funct3 == 3'b000) ? (Eq)   :    
         (funct3 == 3'b001) ? (!Eq)  :    
         (funct3 == 3'b100) ? (LT)   :    
         (funct3 == 3'b110) ? (LT)   :    
         (funct3 == 3'b101) ? (!LT)  :    
         (funct3 == 3'b111) ? (!LT)  : 0) :  
    ((opcode == 7'b1101111) || (opcode == 7'b1100111)) ? 1 : 0;  
    assign ImmSel = 
    (opcode == 7'b0010011 || opcode == 7'b0000011 || opcode == 7'b1100111) ? 0 :     
    (opcode == 7'b0100011) ? 1 :     
    (opcode == 7'b1100011) ? 2 :     
    (opcode == 7'b1101111) ? 3 :     
    ((opcode == 7'b0110111) || (opcode == 7'b0010111)) ? 4 : 0;  
    assign RegWEn = 
    (opcode == 7'b0110011 || opcode == 7'b0010011 || opcode == 7'b0000011 ||
     opcode == 7'b1101111 || opcode == 7'b1100111 || opcode == 7'b0110111 ||
     opcode == 7'b0010111) ? 1 : 0;   
    assign BSel = 
    (opcode == 7'b0010011 || opcode == 7'b0000011 || opcode == 7'b0100011 ||
     opcode == 7'b1100011 || opcode == 7'b1101111 || opcode == 7'b1100111 ||
     opcode == 7'b0010111) ? 1 : 0;   
    assign ASel = 
    (opcode == 7'b1100011 || opcode == 7'b0010111 || opcode == 7'b1101111) ? 1 : 0;  
    assign MemWEn_low = 
    (opcode == 7'b0100011) ?  
        0 : 1;
    assign WBSel = 
    (opcode == 7'b0110011 || opcode == 7'b0010011 || opcode == 7'b0010111) ? 1 :     
    (opcode == 7'b0000011) ? 0 :     
    (opcode == 7'b1101111 || opcode == 7'b1100111) ? 2 :     
    (opcode == 7'b0110111) ? 3 : 1'b0;    
    assign ALUSel = 
    (opcode == 7'b0110011) ?  
        ((funct3 == 3'b000) ? 4'b0000 :    
         (funct3 == 3'b001) ? 4'b0101 :    
         (funct3 == 3'b010) ? 4'b1000 :    
         (funct3 == 3'b011) ? 4'b1001 :    
         (funct3 == 3'b100) ? 4'b0001 :    
         (funct3 == 3'b101) ? 4'b0110 :    
         (funct3 == 3'b110) ? 4'b0010 :    
         (funct3 == 3'b111) ? 4'b0011 : 4'b0000) :  
    (opcode == 7'b0010011) ?  
        ((funct3 == 3'b000) ? 4'b0000 :    
         (funct3 == 3'b010) ? 4'b1000 :    
         (funct3 == 3'b011) ? 4'b1001 :    
         (funct3 == 3'b100) ? 4'b0001 :    
         (funct3 == 3'b110) ? 4'b0010 :    
         (funct3 == 3'b111) ? 4'b0011 :    
         (funct3 == 3'b001) ? 4'b0100 :    
         (funct3 == 3'b101) ? 4'b0111 : 4'b0000) :  
    4'b0000;    
    assign sub_sra = 
    (opcode == 7'b0110011)? funct7:  
        ((opcode == 7'b0010011)? ((funct3==3'b101)? 1 : 0):  
            (0)  
            );  
endmodule
==> results.yml <==
# physical design summary
logic_synthesis:
  synthCells: 54
  largest_area_cell: "nor2_1"
  synth_area_sq_um: 338
  synth_chip_area_sq_um: 338
  topCellsByArea: "nor2_1 (7.8%), xnor2_1 (7.8%), a21oi_1 (7.4%)"
  top_cells_by_count: "nor2_1 (7), nand2_1 (6), a21oi_1 (5)"
  ys_cells: 54
  synth.avg_cell_area_sq_um: 6.26
  synth_warnings: 0
  top_area_frac: 0.0778
  yosysUniqueCellTypes: 26
  yosysSeqAreaShare: 0
  yosysMostFrequentCell: "nor2_1"
die:
  die_x_um: 80
  core_area_sq_um: 3420
  die_y_um: 80
  fp_util: 0.0989
  rows: 21
  ios: 28
  dieArea_sq_um: 6400
power_and_ir_drop:
  powerDensity_nw_per_um2: 111
  pwr-share-clk: 0
  peakVddDrop_v: 0.0000502
  p_seq_frac: 0
  p_leak_uw: 0.000340
  p_sw_uw: 40.2
  switching_share: 0.431
  internal_power_uw: 53.1
  power_frac_comb: 1.000
sta:
  setup_viol: 0
  rsz0062_at_grt: "yes"
  drv_slew: 0
  slew-limit-headroom: 0.812
  timing.final.hold_violations: 0
  fmax_ghz: 0.421
  min_period_ns: 2.38
  setup_tns_ns: 0
  holdWs_ns: 1.63
  worst_slew_pin_slew_ns: 0.282
  min_period_over_period: 0.990
grt:
  use_met2: 0.0682
  overflow: 0
  top_usage_layer: "met2"
  grt_use_met3: 0.0216
  grt_pass1_wl_mm: 2.40
  grt_usage: 0.0439
  grtUsageMet1: 0.0567
  grt_start_max_net_pins: 9
  first_global_vias: 561
  grt_antenna_before_repair: 0
place:
  hpwl_mm: 1.24
  io_buffer_count: 28
  dpl_cell_area_sq_um: 739
  gp_congestion: 0.805
min_path:
  hold_path_class: "in -> out"
critical_path:
  cp_data_required_time_ns: 1.92
  startpoint_type: "primary input"
  end_kind: "output port"
  cpPeakStageDelay_ns: 0.47
  cp.arrival_ns: 1.90
  cp_slowest_cell: "clkdlybuf4s50_1"
  cp_max_fo: 5
  path_cells: "dlygate4sd2_1, buf_4, nor4_4, o311a_1, clkdlybuf4s50_1"
  worst-setup-path-type: "in -> out"
routing:
  vias_per_cell: 3.77
  ant_nets: 0
  num_antenna_cells: 0
  first_pass_iters: 4
  drc: 0
  drt-wirelength-per-cell_um: 10.8
  finalWirelength_mm: 1.53
  vias: 536
  drtIter0Drc: 14
final_layout:
  fillers: 397
  area_growth_syn_to_layout_pct: 148
  nFlopsAndLatches: 0
  n_clock_buffer: 0
  drive_gt1_frac: 0.375
  final_cell_area_sq_um: 838
  final-seq-area_sq_um: 0
run:
  cap_viol_max_count: 0
  openroad.warnings: 33
status:
  status: "complete, no violations"
[kinds of logic after synthesis]
kind of cell,share of synthesized area
XOR/XNOR,0.0778
buffers and inverters,0.100
AND-OR/OR-AND,0.244
AND/OR/NAND/NOR,0.548
multiplexers,0.0296
[area by class of cell]
type	count	area, sq um	area share
multi-input cells	49	377	0.449
well taps	46	57.6	0.0687
repair buffers	47	404	0.482
[worst max-delay path: cells and delay by family]
family | cells | cell delay [ns]
AND/OR/NAND/NOR | 1 | 0.28
buffers and inverters | 3 | 0.94
AND-OR/OR-AND | 1 | 0.19
[routing by layer]
layer	wire, um	vias to the layer above
met4	0	0
met2	619	22
met3	228	0
met5	0	-
met1	682	234
li1	-	280
[power by group through the flow]
stage | combinational (uW) | sequential (uW) | clock [uW]
CTS | 87.9 | 0 | 0
global route | 102 | 0 | 0
finish | 93.2 | 0 | 0
[worst paths after layout]
check | start | endpoint | slack, ns | depth (start not counted)
worst max-delay path | opcode[3] | PCSel | 0.02 | 5
worst min-delay path | opcode[6] | WBSel[1] | 1.63 | 4
[through the flow]
stage                     setup slack [ns]  utilization  total power, uW  instances
after CTS                         0.000759        0.237             87.9        142
after detailed placement            -0.253        0.216             83.8        136
after floorplan                      0.725            -             35.8         54
after global routing               -0.0151        0.245              102        142
final                               0.0248        0.245             93.2        142
after global placement              -0.227        0.216             83.6        136
[cells in the final DEF (no fill, tap or decap), drive strengths merged, types with 3 or more instances in the layout]
cell type / instances
a21oi: 6
buf: 19
clkbuf: 3
clkdlybuf4s50: 15
dlygate4sd2: 8
nand2: 6
nor2: 7
nor2b: 3
nor3b: 4
o21ai: 4
xnor2: 3
[timing repair]
item | in CTS | in global routing
resized | 22 | 14
pin swaps | 7 | 0
endpoints found under the hold margin | 0 | 0
buffers inserted | 6 | 0
endpoints found under the setup margin | 15 | 5
hold buffers | 0 | 0
Power is estimated from default activity; no workload was simulated.
