<file path="/design/flow/constraint.sdc">
current_design ImmGen

set clk_period 2.0
set clk_io_pct 0.2

create_clock -name clk0 -period $clk_period

set non_clock_inputs [all_inputs -no_clocks]
set_input_delay [expr $clk_period * $clk_io_pct] -clock clk0 $non_clock_inputs
set_output_delay [expr $clk_period * $clk_io_pct] -clock clk0 [all_outputs]
</file>
<file path="/design/flow/config.mk">
export PLATFORM = sky130hd
export DESIGN_NAME = ImmGen
export DESIGN_NICKNAME = ImmGen
export VERILOG_FILES = /design/flow/design.v
export SDC_FILE = /design/flow/constraint.sdc
export NUM_CORES = 4
export LEC_CHECK = 1
export CORE_AREA = 10 10 70 70
export DIE_AREA = 0 0 80 80
</file>
<file path="/design/flow/design.v">
`timescale 1ns / 1ps
module twoXone_mux (
    input [31:0] A, B,
    input S,
    input Reset,  
    output reg [31:0] OUT
);
    always @(A, B, S, Reset) begin
        if (Reset) begin
            OUT <= A;  
        end
        else begin
            case(S)
            1'b0: OUT <= A;
            1'b1: OUT <= B;
            default: OUT <= A;
            endcase
        end
    end
endmodule
`timescale 1ns / 1ps
module fourXone_mux (
    input [31:0] A, B, C, D,       
    input [1:0] S,                 
    output reg [31:0] OUT
);
    always@(A or B or C or D or S) begin
        case(S)
            2'b00: OUT<=A;
            2'b01: OUT<=B;
            2'b10: OUT<=C;
            2'b11: OUT<=D;
            default : OUT<=A;
        endcase
    end    
endmodule
`timescale 1ns / 1ps
module ImmGen (
    input [31:0] inst,       
    input [2:0] ImmSel,      
    output [31:0] imm        
);
    wire [31:0] i_imm, s_imm, b_imm, j_imm, u_imm, temp;
    assign i_imm = {{21{inst[31]}}, inst[30:20]};
    assign s_imm = {{21{inst[31]}}, inst[30:25], inst[11:7]};
    assign b_imm = {{20{inst[31]}}, inst[7], inst[30:25], inst[11:8], {1'b0}};
    assign j_imm = {{12{inst[31]}}, inst[19:12], inst[13], inst[30:21], {1'b0}};
    assign u_imm = {inst[31:12], {12{1'b0}}};
    fourXone_mux mux1 (.A(i_imm), .B(s_imm), .C(b_imm), .D(j_imm), .S(ImmSel[1:0]), .OUT(temp));
    twoXone_mux mux2 (.A(temp), .B(u_imm), .S(ImmSel[2]), .OUT(imm));
endmodule
</file>
<file path="/design/flow/run.sh">
#!/bin/bash
# OpenROAD 26Q1-2900-gdf79404cd8, Yosys 0.63+post, stock flow scripts
make -C /OpenROAD-flow-scripts/flow DESIGN_CONFIG=/design/flow/config.mk WORK_HOME=/design/flow/orfs finish
</file>
==> results_slide.txt <==
Physical Implementation Snapshot

Status
  • Outcome: complete, no violations

Finish
  • Post-layout util: 33.2%
  • Filler cell count: between 300 and 400
  • Flip-flops: 0
  • Clock buffer count: 0
  • Area growth syn-to-layout: 179%
  • Share of cells above drive strength 1: 20.3%
  • Fin area: 1130 µm²
  • Finished Layout Cells: 174
  • Flip-flop and latch area: 0 µm²
  • Comb gate area: ~380 µm²

Synthesis
  • Cell type with the largest total area: mux2_2
  • Post-synthesis xor/xnor area fraction: 2.16%
  • AO/OA Area Share: about 3.7%
  • Netlist cell types: 13
  • Post-synth top cells: nand2_1, nand2b_1, mux2_2
  • Yosys cell count: 63
  • Post-Syn Area: 405 µm²
  • Area share, top type: 22.2%
  • Multiplexer share: 37.0%
  • Simple-gate area share of the yosys netlist: 45.7%
  • Area reported by Yosys stat: 405 µm²
  • Dominant kind of combinational cell: simple AND/OR/NAND/NOR gates
  • Post-synth seq share: 0%
  • Top cells by area: mux2_2, nand2_1, mux2i_1
  • Count leader, synth: nand2_1
  • Syn avg cell area: around 6.4 µm²
  • Mapped Cells: 63
  • Yosys warning count: 3
  • FA/HA/MAJ Cells, Area Fraction: 0%

Final timing
  • Worst-margin pin slew: 0.207 ns
  • PnR worst setup slack: 0.0681 ns
  • Cycle use final: 96.6%
  • Total negative slack: 0 ns
  • Slew HR: 86.2%
  • Hold Violations, Final: 0
  • RSZ-0062 raised after global routing: no
  • Fmax: 0.518 GHz
  • Fin. max-slew vios: 0
  • Worst hold slack: 1.21 ns
  • Fin crit period: 1.93 ns
  • # setup viols final: 0

Power
  • Final total power: 0.234 mW
  • Power Density: 207 nW/µm²
  • P_leak: 0.558 nW
  • VDD IR max: ~0.089 mV

Place
  • Number of port buffers: 60
  • Pre-CTS setup slack: -0.431 ns
  • Area post-placement: roughly 1100 µm²
  • Post-DP HPWL: 1770 µm
  • GPL Wtd Cong: 0.683
  • Inst Count DP: 171

Worst setup path
  • Critical Path Sink: imm[12]
  • Crit. End Element: output pin
  • Critical path data arrival time: 1.53 ns
  • Required @ worst endpoint: 1.60 ns
  • Crit Path Max Fanout: 5
  • Worst setup SP type: input pin
  • CP Class: in -> out
  • Critical path origin: inst[31]

Detailed routing
  • Antenna cells: 0
  • Routed WL: 1960 µm
  • DR DRC count: 0
  • First-pass DRT Iterations: 4
  • Vias: 641
  • Vias/cell: 3.68
  • Routed Antenna Nets: 0
  • Starting DRT DRC Count: 13
  • Routed WL per cell: 11.3 µm

Clock network
  • Hold buffer count at cts: 0

Worst hold path
  • Hold Crit Class: in -> out
  • Hold depth: 4

Job
  • Total of max-cap violations: 0
  • Tool warning count: 39

GRT
  • Initial antenna violation count: 0
  • Vias in the first global route: 636
  • All-layer global routing usage: roughly 5.4%
  • GRT overflow: 0
  • Pin count of the biggest net entering global routing: 20
  • First-pass GRT wire length: 2860 µm

Floorplanning
  • Core area: 3420 µm²
  • Die area: between 6000 and 7000 µm²
  • Row cnt: 21
  • Die Ht: approximately 80 µm
  • Core Util at FP: 11.9%
  • Num ports: about 67
  • Die x size: 80 µm
-- final cells by class --
cell class	count	share of cell area (%)
timing repair buffer	72	61.2
tap	46	5.08
multi-input combinational	56	33.7
-- report_power, final --
part | switching (mW) | internal (mW)
Sequential | 0 | 0
Clock | 0 | 0
Combinational | 0.0622 | 0.172
Total | 0.0622 | 0.172
-- routing by layer --
metal / track usage [%] / part of all wire (%) / up-vias
met5: 0 / 0 / -
met4: 0 / 0 / 0
met3: 4.09 / 19 / 0
met2: 9.23 / 43 / 37
met1: 5.34 / 38 / 269
li1: - / - / 335
-- worst min path at each step --
stage     slack (ns)       to      start
4_1_cts         1.46  imm[11]  ImmSel[1]
5_1_grt         1.24   imm[0]  ImmSel[2]
6_report        1.21   imm[0]  ImmSel[2]
-- critical path, cell delays in order --
cell and delay [ns]:
dlygate4sd2_1 0.29, buf_4 0.17, mux2_2 0.25, clkdlybuf4s50_1 0.43
-- cells by family after synthesis --
family / Yosys count
buffers and inverters: 7
XOR/XNOR: 1
AND-OR/OR-AND: 2
AND/OR/NAND/NOR: 39
multiplexers: 14
-- layout by cell type (no fill, tap or decap) --
| cell | instances |
|---|---|
| nor3_1 | 1 |
| buf_4 | 9 |
| nor2b_1 | 6 |
| a21o_4 | 1 |
| clkbuf_2 | 1 |
| dlymetal6s2s_1 | 5 |
| buf_6 | 3 |
| nand2b_1 | 8 |
| xnor2_2 | 1 |
| clkdlybuf4s50_1 | 47 |
| a211oi_1 | 1 |
| mux2_2 | 8 |
| dlygate4sd2_1 | 5 |
| buf_2 | 2 |
| nand2b_4 | 1 |
| mux2i_1 | 6 |
| nand2_1 | 22 |
| nor2_1 | 1 |
-- what timing repair did --
action / 4_1_cts / 5_1_grt
pin swaps: 2 / 1
gates cloned: 0 / 0
hold endpoints to repair: 0 / 0
resized: 19 / 9
setup buffers: 3 / 0
endpoints found under the setup margin: 31 / 17
Power and IR drop assume default switching activity.
