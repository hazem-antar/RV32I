$ cat /design/flow/design.v
`timescale 1ns / 1ps
module Register_File (
    input [4:0] AddrA, AddrB, AddrD,  
    input [31:0] DataD,               
    input Clk, RegWEn, reset,                
    output [31:0] DataA, DataB        
);
    reg [31:0] Reg[31:0];
    integer i;
    assign DataA = Reg[AddrA];
    assign DataB = Reg[AddrB];
    always @(posedge Clk) begin
        if (reset) begin
            for (i = 0; i < 32; i = i + 1) begin
                Reg[i] <= {32{1'b0}};  
            end
        end
        if (RegWEn && AddrD != 5'd0) begin    
            Reg[AddrD] <= DataD;
        end
    end
endmodule
$ cat /design/flow/run.sh
#!/bin/bash
# OpenROAD 26Q1-2900-gdf79404cd8, Yosys 0.63+post, stock flow scripts
make -C /OpenROAD-flow-scripts/flow DESIGN_CONFIG=/design/flow/config.mk WORK_HOME=/design/flow/orfs finish
$ cat /design/flow/config.mk
export PLATFORM = sky130hd
export DESIGN_NAME = Register_File
export DESIGN_NICKNAME = Register_File
export VERILOG_FILES = /design/flow/design.v
export SDC_FILE = /design/flow/constraint.sdc
export NUM_CORES = 4
export LEC_CHECK = 1
export CORE_UTILIZATION = 50
$ cat /design/flow/constraint.sdc
current_design Register_File

set clk_period 19.7
set clk_io_pct 0.2

create_clock -name clk0 -period $clk_period [get_ports {Clk}]

set non_clock_inputs [all_inputs -no_clocks]
set_input_delay [expr $clk_period * $clk_io_pct] -clock clk0 $non_clock_inputs
set_output_delay [expr $clk_period * $clk_io_pct] -clock clk0 [all_outputs]
==> impl_metrics.csv <==
group,metric,value,unit
detailed_routing,drt_iter0_markers,2672,
synth,aoi_share,7.008,%
synth,ys_sh_xor,0,%
floorplanning,die_y,336.6,µm
detailed_routing,post_drt_via_cell_ratio,6.156,
critical_path,arrival,8.64,ns
critical_path,cpMostUsedCell,"buf_4",
clock_network,cts_resized,0,
placed_design,portBuffers,113,
synth,ys_cells,4602,
detailed_routing,wl_per_cell,31.42,µm
finish,final_layout_top_logic_cells,"1,024 x edfxtp_1, 1,024 x mux2i_1, 992 x and2_1",
outcome,run_status,"complete, no violations",
synth,yosysWarnings,1,
final_timing,hold-worst-slack,3.880,ns
synth,yosys_area,55990,µm²
floorplanning,die_area,113300,µm²
detailed_routing,antenna_left,0,
placed_design,place_congestion,0.9072,
finish,syn_to_final_growth,10.40,%
synth,ys_sh_mux,18.31,%
clock_network,post_cts_buffers,0,
detailed_routing,route.final.wire_length,193700,µm
run,maxCapViolations,0,
synth,ys_sh_simple,15.73,%
synth,ys_seq_share,54.92,%
final_timing,fmax,79.49,MHz
placed_design,hpwl,107600,µm
synth,synth-adder-area-share,0,%
synth,netlist_logic_family_top,"multiplexers",
clock_network,path_clk_slew,0.06,ns
synth,synth.distinct_cells,29,
final_timing,setup_viol_count_final,0,
floorplanning,row_count,122,
detailed_routing,drc,0,
final_timing,max_slew_margin,32.73,%
clock_network,cts-htree-levels,3,
finish,top_regs,"Reg: 1024 flops",
critical_path,crit_family,"buffers and inverters",
detailed_routing,dr.pass1.iters,8,
floorplanning,ios,114,
global_route,grt.total_usage,37.33,%
synth,synth.avg_cell_area,12.17,µm²
final_timing,fin_setup_tns,0,ns
final_timing,worstMarginPinSlew,1.009,ns
floorplanning,core_area,110800,µm²
clock_network,cts.sinks,1024,
critical_path,worstPathCellList,"clkdlybuf4s50_1, nor2b_4, buf_4, buf_4, buf_4, buf_4, a22o_1, nor3_1, a31oi_1, nand3_1, clkdlybuf4s50_1",
global_route,grt_max_degree,89,
critical_path,endpoint_kind,"primary output",
floorplanning,floorplan.core_util,50.52,%
critical_path,criticalPathCategory,"in -> out",
synth,syn_area,55990,µm²
final_timing,rsz0062_at_grt,"no",
finish,largest_reg_flops,1024,
run,warnings,26,
global_route,grt_pass1_wl,273800,µm
power,power_leakage,24.03,nW
clock_network,cts_hold_buf,0,
synth,synth_cells,4602,
finish,top_register,"Reg",
clock_network,numCtsBuffers,115,
final_timing,final_hold_viol_count,0,
finish,fin_cells,6165,
clock_network,clk_path_buf_depth,3,
finish,drive_gt1_share,8.332,%
synth,ys_seq_elements,1024,
final_timing,period_minus_slack,12.58,ns
critical_path,start_kind,"input pin",
critical_path,worst-path-buf-inv,6,
global_route,overflow,0,
placed_design,dp_cells,5942,
power,ir_drop,0.00007076,V
clock_network,cts-root-buf,"clkbuf_16",
final_timing,slew_violations,0,
final_timing,period_used_share,63.86,%
clock_network,cts_tree,"done",
detailed_routing,vias,37951,
global_route,first_global_vias,38261,
finish,fin_util,55.78,%
critical_path,cp_slowest_stage_delay,0.67,ns
floorplanning,die_x,336.6,µm
power,p_per_area,85.42,nW/µm²
critical_path,path_max_fanout,38,
global_route,antenna_found_initial,6,
worst_hold_path,hold_path.class,"in -> reg",
critical_path,cp_slowest_cell,"buf_4",
critical_path,cp_data_required_time,15.76,ns
==> per-stage QoR <==
step | worst slack (ns) | power, mW | area [µm²]
4_1_cts | 7.192 | 5.297 | 61800
3_5_place_dp | 7.205 | 3.265 | 58250
3_3_place_gp | 7.281 | 3.261 | 58250
6_report | 7.120 | 5.280 | 61820
2_1_floorplan | 10.76 | 2.994 | 56110
5_1_grt | 7.067 | 5.435 | 61800
==> worst paths after layout <==
check / startpoint / endpoint / cells after the start
setup / recovery: AddrA[0] / DataA[10] / 11
hold / removal: reset / Reg[0][1] / 2
==> Yosys cell counts, drive strengths merged <==
cell type / n / area share, %
nand2: 195 / 1.3
or2: 33 / 0.37
a31oi: 64 / 0.72
buf: 178 / 2.2
and2: 994 / 11
a22oi: 192 / 2.6
nor2b: 4 / 0.045
mux2i: 1024 / 18
nor3: 64 / 0.57
or3: 1 / 0.011
edfxtp: 1024 / 55
nor2: 34 / 0.40
nand3b: 5 / 0.080
clkbuf: 268 / 1.9
nand2b: 4 / 0.045
a21oi: 192 / 1.7
conb: 1 / 0.0067
a22o: 128 / 2.0
nand3: 194 / 1.7
or3b: 3 / 0.056
==> layout make-up <==
cell class                 count  area [µm²]
fill                        9016       49000
sequential                  1024       30750
multi-input combinational   3163       23300
clock buffer                 152        3102
timing repair buffer         267        2330
tap                         1488        1862
clock inverter                63       449.2
antenna                        8       20.02
==> layer usage <==
layer  GRT usage, %  vias to the layer above  part of all wire, %
met4          11.25                       10                  3.7
met1          49.99                    18488                   36
met5         0.7660                        -                0.057
li1               -                    16806                    -
met3          22.09                      422                   15
met2          53.65                     2225                   45
==> kinds of logic after synthesis <==
| family | count (synthesis) |
|---|---|
| compound gates | 576 |
| buf+inv | 446 |
| flops | 1024 |
| mux | 1024 |
| other cells | 1 |
| simple gates | 1531 |
==> where the power goes <==
part	switching [mW]	internal [mW]	total, mW	leakage (nW)
clock	0.885	1.16	2.05	1.72
sequential	0.0592	2.53	2.59	9.77
combinational	0.412	0.233	0.645	12.5
No activity file was given, so power comes from the tool's default toggle rates.
